## ./design.v

```verilog
module sevseg_dec(x_in, segs);
    input [3:0]   x_in;
	output [6:0] segs;
assign segs =
		(x_in == 4'h0) ? 7'b1000000 :
		(x_in == 4'h1) ? 7'b1111001 :
		(x_in == 4'h2) ? 7'b0100100 :
		(x_in == 4'h3) ? 7'b0110000 :
		(x_in == 4'h4) ? 7'b0011001 :
		(x_in == 4'h5) ? 7'b0010010 :
		(x_in == 4'h6) ? 7'b0000010 :  
		(x_in == 4'h7) ? 7'b1111000 :
		(x_in == 4'h8) ? 7'b0000000 :
		(x_in == 4'h9) ? 7'b0010000 :
		(x_in == 4'ha) ? 7'b0001000 :
		(x_in == 4'hb) ? 7'b0000011 :
		(x_in == 4'hc) ? 7'b1000110 :
		(x_in == 4'hd) ? 7'b0100001 :
		(x_in == 4'he) ? 7'b0000110 :
								7'b0001110 ;
endmodule
```

## ./run.sh

```bash
#!/bin/bash
# OpenROAD 26Q1-2900-gdf79404cd8, Yosys 0.63+post, stock flow scripts
make -C /OpenROAD-flow-scripts/flow DESIGN_CONFIG=/design/flow/config.mk WORK_HOME=/design/flow/orfs finish
```

## ./config.mk

```make
export PLATFORM = sky130hd
export DESIGN_NAME = sevseg_dec
export DESIGN_NICKNAME = sevseg_dec
export VERILOG_FILES = /design/flow/design.v
export SDC_FILE = /design/flow/constraint.sdc
export NUM_CORES = 4
export LEC_CHECK = 1
export CORE_AREA = 10 10 70 70
export DIE_AREA = 0 0 80 80
```

## ./constraint.sdc

```tcl
current_design sevseg_dec

set clk_period 1.5
set clk_io_pct 0.2

create_clock -name clk0 -period $clk_period

set non_clock_inputs [all_inputs -no_clocks]
set_input_delay [expr $clk_period * $clk_io_pct] -clock clk0 $non_clock_inputs
set_output_delay [expr $clk_period * $clk_io_pct] -clock clk0 [all_outputs]
```

==> results.sh <==
# yosys + openroad results
export IMPL_synthCells=34
export IMPL_hold_viol=0
export IMPL_crit_fanout=7
export IMPL_routabilityCongestion=0.691
export IMPL_logic_area_um2=200
export IMPL_drc=0
export IMPL_routed_via_count=292
export IMPL_critPathRequiredTime_ns=1.20
export IMPL_vias_per_cell=2.98
export IMPL_yosysChipArea_um2=218
export IMPL_status="finished clean"
export IMPL_crit_path_end_kind="primary output"
export IMPL_dp_hpwl_um=645
export IMPL_final_area_um2=440
export IMPL_placed_cell_area_um2=407
export IMPL_cp_data_arrival_time_ns=1.16
export IMPL_ios=11
export IMPL_postSynthSeqShare_pct=0
export IMPL_core_area_um2=3420
export IMPL_cp_start_kind="input port"
export IMPL_grt_first_pass_wirelength_mm=1.24
export IMPL_nClkBuffers=0
export IMPL_syn_area_per_cell_um2=6.40
export IMPL_routedWlPerCell_um=8.22
export IMPL_die_area_um2=6400
export IMPL_setup_viol=0
export IMPL_worst_pin_slew_ns=0.180
export IMPL_ys_cells=34
export IMPL_grt_max_degree=10
export IMPL_hp_class="input port to primary output"
export IMPL_yosysUniqueCellTypes=20
export IMPL_diodes=0
export IMPL_row_count=21
export IMPL_layout_drive_gt1_share_pct=46.2
export IMPL_synth_area_um2=218
export IMPL_grt_usage_pct=2.33
export IMPL_rsz0062_at_grt="yes"
export IMPL_lay_top_cells="11 x buf_4, 5 x nand2_1, 3 x buf_2, 3 x clkdlybuf4s15_1"
export IMPL_die_y_um=80
export IMPL_ir_drop_v=0.0000420
export IMPL_ff_latch_area_um2=0
export IMPL_log_warning_count=33
export IMPL_firstDrtPassIters=2
export IMPL_crit_type="input port to primary output"
export IMPL_powerDensity_nw_per_um2=255
export IMPL_slew_headroom_pct=88.0
export IMPL_layout_top_cell="buf_4"
export IMPL_min_period_over_period_pct=97.2
export IMPL_grt_overflow_total=0
export IMPL_clock_fmax_mhz=686
export IMPL_min_period_ns=1.46
export IMPL_nFillCells=390
export IMPL_grt_pass1_vias=243
export IMPL_wirelength_um=806
export IMPL_power_leakage_nw=0.198
export IMPL_fp_dieW_um=80
export IMPL_antenna_found_initial=0
export IMPL_ys_warn_count=0
export IMPL_antenna_left=0
export IMPL_post_route_util_pct=12.9
export IMPL_postCtsHoldBufs=0
export IMPL_finalMaxSlewViolations=0
export IMPL_nFlopsAndLatches=0
export IMPL_io_buffers=11
export IMPL_drv_cap=0
export IMPL_drt_iter0_markers=14
export IMPL_fp_util_pct=6.37
export IMPL_area_growth_pct=102
## synth_stat cells
master    number  share of area (%)
nand2_1        5                8.6
buf_6          3                 16
nand2b_1       3                8.6
nor2_1         3                5.2
nand3_1        2                4.6
nor2b_2        2                8.0
o21ai_1        2                4.6
o22ai_1        2                5.7
a21o_1         1                3.4
a21oi_1        1                2.3
a221o_1        1                4.6
a31o_1         1                4.0
a31oi_1        1                2.9
and3b_2        1                4.6
buf_2          1                2.3
inv_1          1                1.7
nor2b_1        1                2.9
nor3_1         1                2.3
o32ai_1        1                4.0
xnor2_1        1                4.0
## per-stage QoR
stage / setup WS (ns) / TNS, ns / hold WS, ns / power [W] / std cells
4_1_cts: 0.0282 / 0 / 1.09 / 0.000112 / 98
3_3_place_gp: -0.706 / -4.56 / 1.73 / 0.000111 / 95
5_1_grt: -0.000947 / -0.000947 / 1.12 / 0.000126 / 98
3_5_place_dp: -0.722 / -4.59 / 1.72 / 0.000111 / 95
6_report: 0.0418 / 0 / 1.05 / 0.000112 / 98
2_1_floorplan: 0.325 / 0 / 0.723 / 0.0000509 / 34
## timing repair
action                     4_1_cts  5_1_grt
pin swaps                        3        4
gates resized                   37        2
setup buffers                    3        0
setup endpoints to repair        7        3
## power by group
group / leakage [nW] / switching, W / internal, W
Clock: 0 / 0 / 0
Sequential: 0 / 0 / 0
Combinational: 0.198 / 0.0000451 / 0.0000672
## area by class of cell
type / instances / share of cell area, %
multi-input cells: 29 / 45.5
repair buffers: 22 / 40.6
well taps: 46 / 13.1
inverters: 1 / 0.852
## kinds of logic after synthesis
logic type                share of synthesized area, %
buffers and inverters                             19.5
AOI/OAI and AO/OA                                 31.6
and+or+nand+nor                                   44.8
xor gates and xnor gates                          4.02
## per-layer routing
metal  track usage, %  vias up  wire length, um
li1                 -      158                -
met1             3.30      127              363
met3             1.48        0              120
met4                0        0                0
met2             3.05        7              322
met5                0        -                0
## worst max-delay path: stages
cell	delay, ns
buf_4	0.13
nand2b_4	0.15
buf_4	0.13
a21oi_1	0.15
o21ai_1	0.07
dlygate4sd2_1	0.23
## final timing paths
| kind | from | end | depth (start not counted) |
|---|---|---|---|
| min | x_in[2] | segs[0] | 4 |
| max | x_in[0] | segs[5] | 6 |
Power is estimated from default activity; no workload was simulated.
