$ cat design/flow/config.mk
export PLATFORM = sky130hd
export DESIGN_NAME = vga
export DESIGN_NICKNAME = vga
export VERILOG_FILES = /design/flow/design.v
export SDC_FILE = /design/flow/constraint.sdc
export NUM_CORES = 4
export LEC_CHECK = 1
export CORE_AREA = 10 10 97 97
export DIE_AREA = 0 0 107 107
$ cat design/flow/constraint.sdc
current_design vga

set clk_period 1.3
set clk_io_pct 0.2

create_clock -name clk0 -period $clk_period [get_ports {CLOCK_50}]

set non_clock_inputs [all_inputs -no_clocks]
set_input_delay [expr $clk_period * $clk_io_pct] -clock clk0 $non_clock_inputs
set_output_delay [expr $clk_period * $clk_io_pct] -clock clk0 [all_outputs]
$ cat design/flow/design.v
module vga(CLOCK_50, ar, VGA_R, VGA_G, VGA_B, VGA_HS, VGA_VS, VGA_BLANK, VGA_SYNC, VGA_CLK);
   input CLOCK_50;  
	input ar;   
   output [9:0] VGA_R, VGA_G, VGA_B;  
   output VGA_HS;    
   output VGA_VS;    
	output VGA_BLANK, VGA_SYNC;
	output VGA_CLK;
   reg 	  r, g, b;
   reg    hsync, vsync;
	reg clk;  
   reg [9:0] hcount, vcount;   
   reg 	     video_on_h, video_on_v;
	assign VGA_BLANK = 1'b1;
	assign VGA_SYNC = 1'b1;
	assign VGA_HS = hsync;
	assign VGA_VS = vsync;
	assign VGA_R = {r, r, r, r, r, r, r, r, r};
	assign VGA_G = {1'b1, g, 7'b0};
	assign VGA_B = {1'b1, b, 7'b0};
   parameter [9:0] h_max = 10'd799;
   parameter [9:0] v_max = 10'd524;
	wire	AUD_CTRL_CLK;
   always @(negedge ar or posedge CLOCK_50)
     if(~ar)
			clk = 1'b0;
		else
			clk = ~clk;
	assign VGA_CLK = clk;
   always @(negedge ar or posedge clk)
     if(~ar)
       begin
	  hcount = 10'b0;
	  video_on_h  = 1'b0;
       end
     else
       begin
	  if(hcount >= h_max)
	    hcount = 10'b0;
	  else
	    hcount = hcount + 1;
	  if(hcount <= 755 && hcount >= 659)
	    hsync = 1'b0;
	  else
	    hsync = 1'b1;
	  if(hcount <= 639)
	    video_on_h = 1'b1;
	  else
	    video_on_h = 1'b0;
       end  
   always @(negedge ar or posedge clk)
     if(~ar)
       begin
	  vcount = 10'b0;
	  video_on_v  = 1'b0;
       end
     else
       begin
	  if(vcount >= v_max)
	    vcount = 10'b0;
	  else
         if(hcount == 10'd699)
     	    vcount = vcount + 1;
	  if(vcount <= 494 && vcount >= 493)
	    vsync = 1'b0;
	  else
	    vsync = 1'b1;
	  if(vcount <= 479)
	    video_on_v = 1'b1;
	  else
	    video_on_v = 1'b0;
       end  
   always @(negedge ar or posedge clk)
     if(~ar)
       begin
	  r = 1'b0;
	  g = 1'b0;
	  b = 1'b0;
       end
     else
       begin
	  if(video_on_v & video_on_h)  
	    begin
	       r = hcount[8];
	       g = hcount[7];
	       b = hcount[6];
	    end
	  else
	    begin
	       r = 1'b0;
	       g = 1'b0;
	       b = 1'b0;
	    end  
       end  
endmodule  
$ cat design/flow/run.sh
#!/bin/bash
# OpenROAD 26Q1-2900-gdf79404cd8, Yosys 0.63+post, stock flow scripts
make -C /OpenROAD-flow-scripts/flow DESIGN_CONFIG=/design/flow/config.mk WORK_HOME=/design/flow/orfs finish
==> flow_summary.html <==
<h2>Implementation results</h2>
<table>
<tr><th>Metric</th><th>Value</th></tr>
<tr><th colspan="2">Outcome</th></tr>
<tr><td>Status</td><td>complete, no violations</td></tr>
<tr><th colspan="2">Place</th></tr>
<tr><td>RePlAce Congestion</td><td>0.859</td></tr>
<tr><td>Inst Count DP</td><td>294</td></tr>
<tr><td>Placed wire-length estimate after detailed placement</td><td>2500 µm</td></tr>
<tr><td>Cell area reported after detailed placement</td><td>0.00188 mm²</td></tr>
<tr><td>Minimum setup slack after placement</td><td>0.250 ns</td></tr>
<tr><td>Port-buffer cells</td><td>15</td></tr>
<tr><th colspan="2">Logic synthesis</th></tr>
<tr><td>Average instance area after synthesis</td><td>9.19 µm²</td></tr>
<tr><td>Post-synth EDFFs</td><td>2</td></tr>
<tr><td>Proportion of register bits with asynchronous set or reset after synthesis</td><td>92.9%</td></tr>
<tr><td>Number of standard cells reported by yosys</td><td>193</td></tr>
<tr><td>Most used DFF post-synth</td><td>dfrtp_1</td></tr>
<tr><td>Sequential-to-total area share from yosys stat</td><td>40.1%</td></tr>
<tr><td>Post-synthesis register bit count</td><td>28</td></tr>
<tr><td>Netlist area before placement</td><td>0.00177 mm²</td></tr>
<tr><td>Yosys warning tally</td><td>1</td></tr>
<tr><td>Post-synthesis cell count</td><td>193</td></tr>
<tr><td>Yosys stat chip area</td><td>0.00177 mm²</td></tr>
<tr><td>Distinct cell type count after synthesis</td><td>44</td></tr>
<tr><th colspan="2">Timing</th></tr>
<tr><td>Shortest period the worst path allows</td><td>1.05 ns</td></tr>
<tr><td>Max-slew violations</td><td>0</td></tr>
<tr><td>Worst slew margin relative to its limit</td><td>46.4%</td></tr>
<tr><td>Slew at the pin closest to its max-slew limit</td><td>0.802 ns</td></tr>
<tr><td>Setup violators final</td><td>0</td></tr>
<tr><td>F_max</td><td>0.953 GHz</td></tr>
<tr><td>Minimum setup slack in the final design</td><td>0.251 ns</td></tr>
<tr><td>Period utilisation layout</td><td>80.7%</td></tr>
<tr><td>Unrepaired setup endpoints after global routing</td><td>false</td></tr>
<tr><td>Count of unclocked register or latch pins</td><td>27</td></tr>
<tr><td>Hold slack final</td><td>0.425 ns</td></tr>
<tr><td>Setup Skew</td><td>0 ns</td></tr>
<tr><td>Setup TNS</td><td>0 ns</td></tr>
<tr><td>Number of unconstrained endpoints</td><td>42</td></tr>
<tr><td>Final Hold Fails</td><td>0</td></tr>
<tr><th colspan="2">Detailed routing</th></tr>
<tr><td>Number of diodes added for antenna fixing</td><td>0</td></tr>
<tr><td>Post-detailed-routing wire length</td><td>3240 µm</td></tr>
<tr><td>Vias</td><td>1216</td></tr>
<tr><td>Number of iterations in the first detailed-routing pass</td><td>4</td></tr>
<tr><td>Post-route DRC</td><td>0</td></tr>
<tr><td>Initial DRC Count</td><td>52</td></tr>
<tr><td>Residual antenna-violating net count after detailed routing</td><td>0</td></tr>
<tr><td>Post-DR vias/cell</td><td>4.14</td></tr>
<tr><td>Wirelength per Cell</td><td>11.0 µm</td></tr>
<tr><th colspan="2">Power</th></tr>
<tr><td>Power per Cell Area</td><td>29.8 mW/mm²</td></tr>
<tr><td>IR Drop Worst-Case VDD</td><td>0.0000795 V</td></tr>
<tr><td>Leakage component of the power</td><td>0.772 nW</td></tr>
<tr><th colspan="2">Finish</th></tr>
<tr><td>Area growth, synth to finish</td><td>6.21%</td></tr>
<tr><td>Layout Cell Area excl Fill</td><td>0.00188 mm²</td></tr>
<tr><td>Register Area</td><td>711 µm²</td></tr>
<tr><td>Filler instances</td><td>812</td></tr>
<tr><td>Tally of non-filler cells in the final layout</td><td>294</td></tr>
<tr><td>Comb gate area</td><td>843 µm²</td></tr>
<tr><td>Share of final-layout standard cells stronger than drive strength 1</td><td>4.10%</td></tr>
<tr><th colspan="2">CTS</th></tr>
<tr><td>Number of gates given a new drive strength after cts</td><td>0</td></tr>
<tr><td>Source-to-sink clock delay at the later pin of the worst-skew pair</td><td>0 ns</td></tr>
<tr><td>Number of hold-repair buffers added at the cts stage</td><td>0</td></tr>
<tr><td>Setup fix buffers added after clock tree synthesis</td><td>0</td></tr>
<tr><td>Post-CTS clock slew at the launch and capture registers of the worst setup and hold paths</td><td>0 ns</td></tr>
<tr><th colspan="2">Global route</th></tr>
<tr><td>Pin count of the biggest net entering global routing</td><td>29</td></tr>
<tr><td>Vias in the first global route</td><td>1109</td></tr>
<tr><td>Antenna violations before repair</td><td>0</td></tr>
<tr><td>Grt ovf</td><td>0</td></tr>
<tr><td>Global-route total usage across every layer</td><td>5.39%</td></tr>
<tr><td>Global-route wire length before repair</td><td>5420 µm</td></tr>
<tr><th colspan="2">Critical path</th></tr>
<tr><td>Data required time at the worst endpoint</td><td>1.04 ns</td></tr>
<tr><td>Worst Setup Start Kind</td><td>flop</td></tr>
<tr><td>Worst r2r src</td><td>clk$_DFF_PN0_</td></tr>
<tr><td>Crit path kind</td><td>flop to primary output</td></tr>
<tr><td>Slowest cell on the critical path</td><td>clkdlybuf4s50_1</td></tr>
<tr><td>FF-to-FF End</td><td>clk$_DFF_PN0_</td></tr>
<tr><td>Worst Path Max Fanout</td><td>2</td></tr>
<tr><td>Cells traversed along the worst timing path</td><td>clkdlybuf4s50_1</td></tr>
<tr><td>Crit path max-delay family</td><td>buffers and inverters</td></tr>
<tr><td>Endpoint arrival time on the critical path</td><td>0.79 ns</td></tr>
<tr><td>Largest stage delay on the critical path</td><td>0.47 ns</td></tr>
<tr><td>Critical path launch point</td><td>clk$_DFF_PN0_</td></tr>
<tr><td>Kind of end point of the critical path</td><td>primary output</td></tr>
<tr><td>End of the critical path</td><td>VGA_CLK</td></tr>
<tr><td>Path depth of the worst reg2reg path</td><td>2</td></tr>
<tr><td>Critical path depth in cells</td><td>1</td></tr>
<tr><td>Reg2reg setup slack</td><td>0.53 ns</td></tr>
<tr><td>Number of buffers and inverters on the critical path</td><td>1</td></tr>
<tr><th colspan="2">Floorplanning</th></tr>
<tr><td>Core utilization before placement</td><td>24.3%</td></tr>
<tr><td>X dimension of the die</td><td>107 µm</td></tr>
<tr><td>Number of rows created at floorplan</td><td>31</td></tr>
<tr><td>Floorplan core area</td><td>0.00729 mm²</td></tr>
<tr><td>Die height</td><td>107 µm</td></tr>
<tr><td>IO Count</td><td>37</td></tr>
<tr><td>Total Die Area</td><td>0.0114 mm²</td></tr>
<tr><th colspan="2">Flow run</th></tr>
<tr><td>Tool warnings</td><td>30</td></tr>
<tr><td>Tally of max-capacitance violations</td><td>0</td></tr>
<tr><th colspan="2">Worst hold path</th></tr>
<tr><td>Tightest Hold Check Type</td><td>input port to async pin</td></tr>
</table>
## cells by family (layout without fill, tap and decap cells)
| logic type | Yosys count | after routing | synth area share [%] |
|---|---|---|---|
| flip-flops | 28 | 28 | 40.1 |
| AND/OR/NAND/NOR | 78 | 78 | 24.2 |
| AND-OR/OR-AND | 26 | 26 | 10.4 |
| adder cells (fa/ha/maj) | 3 | 3 | 2.12 |
| other | 2 | 21 | 0.423 |
| XOR/XNOR | 13 | 13 | 6.42 |
| buffers and inverters | 43 | 26 | 16.4 |
## cells in the final DEF, fill, tap and decap left out, drive strengths merged, types with 6 or more instances in the layout
cell type | Yosys | routed
dfrtp | 26 | 26
nor2 | 21 | 21
conb | 2 | 21
clkdlybuf4s50 | 0 | 15
nand2 | 10 | 10
xnor2 | 8 | 8
inv | 7 | 7
nor3 | 7 | 7
nand4 | 6 | 6
and3 | 6 | 6
## cell type report
type | instances | area share (%)
multi-input cells | 141 | 44.8
flip-flops and latches | 28 | 37.7
repair buffers | 19 | 9.56
well taps | 99 | 6.57
inverters | 7 | 1.39
## metal layers
metal	GRT usage [%]	routed length [µm]	up-vias
met2	8.12	1370	29
met3	0.910	187	0
li1	-	-	621
met5	0	0	-
met4	0	0	0
met1	8.42	1680	566
## sequential cells by signal, summed over array words and instances (netlist names)
name,count
hsync,1
clk,1
g,1
video_on_h,1
r,1
video_on_v,1
hcount,10
vcount,10
b,1
vsync,1
## through the flow
step / utilization, % / power (mW)
after CTS: 25.8 / 0.0598
after floorplan: - / 0.0769
after detailed placement: 25.8 / 0.0597
after global routing: 25.8 / 0.0639
after global placement: 25.8 / 0.0607
final: 25.8 / 0.0562
## synthesized netlist by cell type (2+ instances only)
master / count / area (µm²)
nor2b_1: 4 / 25.0
nor2_1: 21 / 78.8
and2_1: 5 / 31.3
buf_4: 32 / 240
and3_1: 6 / 37.5
nor3_1: 7 / 35.0
buf_2: 2 / 10.0
dfrtp_1: 26 / 651
a31oi_1: 2 / 12.5
a21oi_1: 3 / 15.0
nand4_1: 6 / 37.5
edfxtp_1: 2 / 60.1
nand2b_1: 2 / 12.5
conb_1: 2 / 7.51
nand3_1: 5 / 25.0
nand2_1: 10 / 37.5
inv_1: 7 / 26.3
o21ai_0: 5 / 25.0
a21o_1: 2 / 15.0
ha_1: 3 / 37.5
or3_1: 3 / 18.8
nand3b_1: 2 / 15.0
xnor2_1: 8 / 70.1
a31o_2: 2 / 17.5
a32oi_1: 2 / 17.5
o31ai_1: 2 / 15.0
xor2_1: 5 / 43.8
## how the worst min path moves through the flow
stage | cells after the start | endpoint | slack (ns)
finish | 1 | clk$_DFF_PN0_ | 0.43
global route | 1 | clk$_DFF_PN0_ | 0.45
CTS | 1 | clk$_DFF_PN0_ | 0.43
## report_power, final
group,internal (mW),switching [mW]
Sequential,0.0317,0
Combinational,0.00463,0.0199
Clock,0,0
Power figures rest on the tool's default switching activity, not on a simulated workload.
